==> design.v <==
module BCDto7SEG (A3,A2,A1,A0,S6,S5,S4,S3,S2,S1,S0);
input A3,A2,A1,A0;
output S6,S5,S4,S3,S2,S1,S0;
reg [6:0] out;
always @(A3,A2,A1,A0)
begin
case({A3,A2,A1,A0})
4'b0000 : out <= 7'b1111110;  
4'b0001 : out <= 7'b0110000;  
4'b0010 : out <= 7'b1101101;  
4'b0011 : out <= 7'b1111001;  
4'b0100 : out <= 7'b0110011;  
4'b0101 : out <= 7'b1011011;  
4'b0110 : out <= 7'b1011111;  
4'b0111 : out <= 7'b1110010;  
4'b1000 : out <= 7'b1111111;  
4'b1001 : out <= 7'b1111011;  
default : out <= 7'b0000000;  
endcase
end
assign {S6,S5,S4,S3,S2,S1,S0} = out;
endmodule
module BinarytoBCD8 (A,Out);
input [7:0] A;
output [9:0] Out;
wire [3:0] B1, B2, B3, B4, B5, B6, B7, C1, C2, C3, C4, C5, C6, C7;
wire NULL;
assign NULL = 0;
assign B1 = {NULL,A[7],A[6],A[5]};
Linedecoder L1(B1,C1);
assign B2 = {C1[2],C1[1],C1[0],A[4]};
Linedecoder L2(B2, C2);
assign B3 = {C2[2],C2[1],C2[0],A[3]};
Linedecoder L3(B3, C3);
assign B4 = {C3[2],C3[1],C3[0],A[2]};
assign B6 = {NULL,C1[3],C2[3],C3[3]};
Linedecoder L4(B4, C4);
Linedecoder L6(B6, C6);
assign B5 = {C4[2],C4[1],C4[0],A[1]};
assign B7 = {C6[2],C6[1],C6[0],C4[3]};
Linedecoder L5(B5, C5);
Linedecoder L7 (B7, C7);
assign Out = {C6[3],C7[3],C7[2],C7[1],C7[0],C5[3],C5[2],C5[1],C5[0],A[0]};
endmodule
module Linedecoder(A,S);
input [3:0] A;
output [3:0] S;
reg [3:0] out;
always @(A[3],A[2],A[1],A[0])
begin
case({A[3],A[2],A[1],A[0]})
4'b0000 : out <= 4'b0000;  
4'b0001 : out <= 4'b0001;  
4'b0010 : out <= 4'b0010;  
4'b0011 : out <= 4'b0011;  
4'b0100 : out <= 4'b0100;  
4'b0101 : out <= 4'b1000;  
4'b0110 : out <= 4'b1001;  
4'b0111 : out <= 4'b1010;  
4'b1000 : out <= 4'b1011;  
4'b1001 : out <= 4'b1100;  
default : out <= 4'b0000;  
endcase
end
assign {S[3],S[2],S[1],S[0]} = out;
endmodule
module SevenSeg(CLK,I,N_Reset,SEG_COM,SEG_DATA);
input CLK,N_Reset;
input [7:0] I;
output [7:0] SEG_COM;
output [7:0] SEG_DATA;
wire [9:0] T;
wire A1,B1,C1,D1,E1,F1,G1;
wire A2,B2,C2,D2,E2,F2,G2;
wire A3,B3,C3,D3,E3,F3,G3;
BinarytoBCD8 u1 (I,T);
BCDto7SEG u2_1(T[3],T[2],T[1],T[0], A1,B1,C1,D1,E1,F1,G1);  
BCDto7SEG u2_2(T[7],T[6],T[5],T[4], A2,B2,C2,D2,E2,F2,G2);  
BCDto7SEG u2_3(0,0,T[9],T[8], A3,B3,C3,D3,E3,F3,G3);  
SevenSeg_CTRL u3(CLK, N_Reset,{A1,B1,C1,D1,E1,F1,G1},{A2,B2,C2,D2,E2,F2,G2},{A3,B3,C3,D3,E3,F3,G3},0,0,0,0,0, SEG_COM, SEG_DATA);
endmodule
module SevenSeg_CTRL(
	iCLK,
	nRST,
	iSEG7,
	iSEG6,
	iSEG5,
	iSEG4,
	iSEG3,
	iSEG2,
	iSEG1,
	iSEG0,
	oS_COM,
	oS_ENS
);
input iCLK, nRST;
input [6:0] iSEG7, iSEG6, iSEG5, iSEG4,iSEG3, iSEG2, iSEG1, iSEG0;
output [7:0] oS_COM;
output [6:0] oS_ENS;  
reg [7:0] oS_COM;
reg [6:0] oS_ENS;
integer CNT_SCAN; 
always @(posedge iCLK)
begin
	if (nRST)
	  begin
		oS_COM <= 8'b00000000;
		oS_ENS <= 0;
	    CNT_SCAN = 0;
	  end
	else
	  begin
	  	if (CNT_SCAN >= 7)
	  	  CNT_SCAN = 0;
	  	else
	  	  CNT_SCAN = CNT_SCAN + 1;
	  	case (CNT_SCAN)
	  	  0 : 
	  	    begin
				oS_COM <= 8'b11111110;
				oS_ENS <= iSEG0;
	  	    end
	  	  1 : 
	  	    begin
				oS_COM <= 8'b11111101;
				oS_ENS <= iSEG1;
	  	    end
	  	  2 : 
	  	    begin
				oS_COM <= 8'b11111011;
				oS_ENS <= iSEG2;
	  	    end
	  	  3 : 
	  	    begin
				oS_COM <= 8'b11110111;
				oS_ENS <= iSEG3;
	  	    end
	  	  4 : 
	  	    begin
				oS_COM <= 8'b11101111;
				oS_ENS <= iSEG4;
	  	    end
	  	  5 : 
	  	    begin
				oS_COM <= 8'b11011111;
				oS_ENS <= iSEG5;
	  	    end
	  	  6 : 
	  	    begin
				oS_COM <= 8'b10111111;
				oS_ENS <= iSEG6;
	  	    end
	  	  7 : 
	  	    begin
				oS_COM <= 8'b01111111;
				oS_ENS <= iSEG7;
	  	    end			 
	  	  default : 
	  	    begin
	  	      oS_COM <= 8'b11111111;
				oS_ENS <= iSEG7;
	  	    end
	  	endcase
      end
end
endmodule
==> run.sh <==
#!/bin/bash
# OpenROAD 26Q1-2900-gdf79404cd8, Yosys 0.63+post, stock flow scripts
make -C /OpenROAD-flow-scripts/flow DESIGN_CONFIG=/design/flow/config.mk WORK_HOME=/design/flow/orfs finish
==> config.mk <==
export PLATFORM = sky130hd
export DESIGN_NAME = SevenSeg
export DESIGN_NICKNAME = SevenSeg
export VERILOG_FILES = /design/flow/design.v
export SDC_FILE = /design/flow/constraint.sdc
export NUM_CORES = 4
export LEC_CHECK = 1
export CORE_UTILIZATION = 50
==> constraint.sdc <==
current_design SevenSeg

set clk_period 9.4
set clk_io_pct 0.2

create_clock -name clk0 -period $clk_period [get_ports {CLK}]

set non_clock_inputs [all_inputs -no_clocks]
set_input_delay [expr $clk_period * $clk_io_pct] -clock clk0 $non_clock_inputs
set_output_delay [expr $clk_period * $clk_io_pct] -clock clk0 [all_outputs]
==> impl_metrics.tcl <==
# yosys + openroad results
set metrics [dict create \
    status "completed" \
    place.detailed.hpwl_mm 5.51 \
    final_cells 522 \
    syn2layout_area_growth_pct 8.08 \
    yosys.area.top_type "dfxtp_1" \
    drive_gt1_share_pct 8.82 \
    post_cts_resized 0 \
    setup_viol 0 \
    r2r-start "u3.CNT_SCAN[0]" \
    cp-startpoint "I[6]" \
    power_w 0.000439 \
    hp-class "register to register" \
    cp.arrival_ns 5.10 \
    dp_cells 515 \
    worstSetupEndpoint "u3.oS_ENS[3]" \
    cts_tree "done" \
    clkTransAtPathRegs_ns 0.09 \
    yosys_area_um2 3480 \
    cts_hold_buf 0 \
    finalMaxSlewViolations 0 \
    cts_setup_buffers 0 \
    synth.avg_cell_area_um2 7.94 \
    rows 30 \
    antenna_found_initial 0 \
    worstPathMaxFanout 22 \
    end_kind "register" \
    ys_cells 439 \
    cts_buffer_depth 2 \
    synth.distinct_cells 82 \
    fin_crit_ns 4.88 \
    vias_per_cell 5.86 \
    timing.hold.ws_ns 0.531 \
    warning_count 32 \
    clockRootBuffer "clkbuf_8" \
    clock_latency_ns 0.30 \
    htree_levels 2 \
    top_cells_by_count "dfxtp_1, nor2_1, nand2_1" \
    p_leak_nw 1.40 \
    top_cell_area_share_pct 27.0 \
    netlist_top_cells_area "dfxtp_1, nor2_1, xor2_1, ha_1, xnor2_1" \
    die-area_um2 7310 \
    ys_seq_share_pct 27.0 \
    ys_ff 47 \
    antennaDiodeCount 0 \
    fin_crit_sh_pct 52.0 \
    cp.required_ns 9.62 \
    crit_type "primary input to register" \
    worstRegToRegCells 8 \
    fp_util_pct 51.6 \
    vias 3057 \
    maxSlewHeadroom_pct 50.7 \
    drtPass1Iterations 4 \
    coreArea_um2 6760 \
    syn_inst 439 \
    portBuffers 24 \
    overflow 0 \
    pin_count 26 \
    post_drt_wl_per_cell_um 14.5 \
    startpoint_type "primary input" \
    async_flop_share_pct 0 \
    clock-sinks 47 \
    grt_max_degree 34 \
    routabilityCongestion 0.889 \
    utilization_pct 55.7 \
    hold_violations 0 \
    dr.first_iter.drc_count 102 \
    cts_buffers 5 \
    die_x_um 85.5 \
    max_clock_freq_mhz 205 \
    ant_nets 0 \
    drc 0 \
    synth_area_um2 3480 \
    maxCapViolations 0 \
    synth_top_flop_cell "dfxtp_1" \
    dieHeight_um 85.5 \
    rsz0062_at_grt "false" \
    r2r_end "u3.oS_COM[3]" \
    grt_pass1_wl_mm 12.9 \
    pwr_density_cell_nw_per_um2 116 \
    grt_pass1_vias 2820 \
    n_fill_cell 645 \
    r2r_slack_ns 6.63 \
    edf_count 0 \
    track_usage_pct 21.9 \
    yosysWarningCount 11 \
    fin_skew_ns 0.0131 \
    ir_worst_vdd_mv 0.0467 \
    finalWirelength_mm 7.57 \
    tns_ns 0 \
    tightest_slew_ns 0.738 \
]
[metal layers]
metal  wire (um)  vias to the layer above  GRT usage [%]
met1        3500                     1391           29.6
met3         161                       19           1.97
met2        3700                       56           38.3
met4         206                        0           5.30
li1            -                     1591              -
met5           0                        -              0
[layout make-up]
cell class / instances / area, um2 / share of cell area (%)
timing repair buffer: 29 / 278 / 7.38
inverter: 16 / 60.1 / 1.59
clock buffer: 5 / 68.8 / 1.83
multi-input combinational: 343 / 2300 / 61.2
tap: 80 / 100 / 2.66
sequential: 47 / 941 / 25.0
clock inverter: 2 / 13.8 / 0.365
[per-stage QoR]
stage | setup slack, ns | cell area (um2)
2_1_floorplan | 5.29 | 3480
3_3_place_gp | 4.25 | 3680
3_5_place_dp | 4.21 | 3680
4_1_cts | 4.51 | 3770
5_1_grt | 4.25 | 3770
6_report | 4.52 | 3770
[placed cells by master (no fill, tap or decap), types with 14 or more instances in the layout]
master / instances
xor2_1: 19
a21oi_1: 20
o21ai_0: 19
nand3_1: 22
inv_1: 15
xnor2_1: 14
clkdlybuf4s50_1: 24
dfxtp_1: 47
nor3_1: 15
nand2_1: 29
nor2_1: 47
[cell families (layout without fill, tap and decap cells)]
kind of cell / after synthesis / count (layout) / synth area share, %
fa+ha+maj: 10 / 10 / 3.59
other cells: 1 / 1 / 0.108
buf+inv: 49 / 52 / 6.86
compound gates: 101 / 101 / 22.1
mux: 5 / 5 / 1.72
xor+xnor: 33 / 33 / 8.29
flops: 47 / 47 / 27.0
simple gates: 193 / 193 / 30.3
[flip-flops by register name (all words and copies together) (netlist names)]
signal	count
u3.CNT_SCAN	32
u3.oS_COM	8
u3.oS_ENS	7
[where the power goes]
part	leakage [nW]	internal, W	switching, W
Sequential	0.383	0.000206	0.00000385
Combinational	0.974	0.0000508	0.0000612
Clock	0.0440	0.0000509	0.0000660
Total	1.40	0.000308	0.000131
[worst min path at each step]
| stage | depth (start not counted) | slack [ns] | start | to |
|---|---|---|---|---|
| 4_1_cts | 2 | 0.54 | u3.CNT_SCAN[31] | u3.CNT_SCAN[31] |
| 5_1_grt | 2 | 0.57 | u3.CNT_SCAN[31] | u3.CNT_SCAN[31] |
| 6_report | 2 | 0.53 | u3.CNT_SCAN[31] | u3.CNT_SCAN[31] |
[critical path: stages]
cell	delay (ns)
clkdlybuf4s50_1	0.95
clkinv_1	0.43
o211ai_2	0.17
o221ai_2	0.11
or3_4	0.45
o32ai_1	0.25
inv_1	0.15
ha_1	0.22
mux2_4	0.27
a221oi_2	0.21
Power is estimated from default activity; no workload was simulated.
