--- design.v ---
module counter_(clr, clk, hoho);
	input clr, clk;
	output hoho;
	reg [18:0] cnt;
	reg hoho;
	always@(posedge clk)
		begin
			begin
				cnt <= 19'b0000000000000000000;
				hoho <= 0;
			end
		if(cnt < 19'b1111111111111111111)
			begin
			cnt <= cnt + 1;
			hoho<=0;
			end
		else
				begin
			cnt <= 19'b0;
			hoho <= 1;
				end
	end
endmodule
--- run.sh ---
#!/bin/bash
# OpenROAD 26Q1-2900-gdf79404cd8, Yosys 0.63+post, stock flow scripts
make -C /OpenROAD-flow-scripts/flow DESIGN_CONFIG=/design/flow/config.mk WORK_HOME=/design/flow/orfs finish
--- config.mk ---
export PLATFORM = sky130hd
export DESIGN_NAME = counter_
export DESIGN_NICKNAME = counter_
export VERILOG_FILES = /design/flow/design.v
export SDC_FILE = /design/flow/constraint.sdc
export NUM_CORES = 4
export LEC_CHECK = 1
export CORE_AREA = 10 10 73 73
export DIE_AREA = 0 0 83 83
--- constraint.sdc ---
current_design counter_

set clk_period 3.5
set clk_io_pct 0.2

create_clock -name clk0 -period $clk_period [get_ports {clk}]

set non_clock_inputs [all_inputs -no_clocks]
set_input_delay [expr $clk_period * $clk_io_pct] -clock clk0 $non_clock_inputs
set_output_delay [expr $clk_period * $clk_io_pct] -clock clk0 [all_outputs]
==> ci_impl_report.md <==
### Metrics collected by this job

| Metric | Value |
|---|---|
| Routability cong. | `~0.77` |
| Type of origin of the critical path | `flop` |
| Yosys synthesis chip area | `between 800 and 900 sq um` |
| CP Max Fanout | `10` |
| Outcome | `completed` |
| Routed WL | `1390 microns` |
| Num CTS Buffers | `3` |
| Register area | `400 sq um` |
| Drt wl/cell | `roughly 10 microns` |
| Hold Crit Class | `flop to flop` |
| Crit path kind | `flop to flop` |
| Vias in the first global route | `just under 600` |
| Final-layout fill cell count | `slightly above 400` |
| Row cnt | `22` |
| Most numerous logic cell after layout | `dfxtp_1` |
| Post-CTS Repair Setup Buffers | `0` |
| Top logic cells by instance count in the layout | `dfxtp_1, xnor2_1, nor2_1` |
| Setup TNS | `0 ns` |
| Hold buffer count at cts | `0` |
| Netlist cell types | `24` |
| Grt ovf | `0` |
| Top cells by area | `dfxtp_1, xnor2_1, nor2_1` |
| Min Tclk post-route | `1.73 ns` |
| Clock sink count | `20` |
| Post-detailed-route count of antenna-violating nets | `0` |
| Initial Util | `0.226` |
| Leakage | `0.315 nW` |
| # diodes | `0` |
| Worst vdd ir | `about 0.00033 V` |
| Chip width | `just over 80 microns` |
| First-pass GRT wire length | `approximately 2600 microns` |
| Crit path required time | `3.62 ns` |
| RSZ-0062 raised after global routing | `false` |
| Vias per cell | `approximately 4.3` |
| Tool warnings | `26` |
| Seq/Total Area, Yosys | `0.473` |
| Layout cells sized above 1 | `0.0778` |
| H-tree depth | `1` |
| Slew headroom | `0.603` |
| I/O Buffers | `1` |
| Cells after Synth | `about 90` |
| Maximum buffer depth of the clock tree | `2` |
| # IOs | `3` |
| Root Buffer | `clkbuf_8` |
| Resized Gates After CTS | `0` |
| Endpoints failing hold | `0` |
| Tcrit/Tclk final | `0.493` |
| Max-cap violations | `0` |
| Combinational Area | `427 sq um` |
| Clock Skew | `roughly 0.0012 ns` |
| Crit end category | `flop` |
| Leading area contributor after synthesis | `dfxtp_1` |
| First-iteration detailed-routing DRC count | `25` |
| Fmax | `a little under 600 MHz` |
| Crit path arrival time | `~1.8 ns` |
| Worst-skew pair later-pin latency | `about 0.25 ns` |
| Largest net degree at the start of global routing | `11` |
| Synth warn | `1` |
| Avg Inst Size Synth | `9.61 sq um` |
| GR Util All Layers | `0.0415` |
| CTS tree | `done` |
| Core area | `3740 sq um` |
| Drt pass-1 iters | `4` |
| Layout area overhead | `11.8%` |
| Final Util | `0.253` |
| Worst-margin pin slew | `0.590 ns` |
| Chip Area | `6890 sq um` |
| Die H | `just over 80 microns` |
| Number of cells in Yosys stat | `between 80 and 90` |
| Mapped cell area | `~850 sq um` |
| Flops & latches, synth | `20` |
| Initial antenna violation count | `0` |
| Via count | `roughly 600` |
| Final setup viols | `0` |
| Pins Over Slew Limit | `0` |
| Total Power | `between 300 and 400 uW` |
| Area leader share | `0.473` |
| Reg clk slew, reported paths | `around 0.060 ns` |
| Hold WS | `approximately 0.40 ns` |
| DRC | `0` |
| DP Wirelength | `around 970 microns` |
| Power per cell area | `about 390 nW/um^2` |
==> kinds of logic after synthesis <==
| group | count (synthesis) | synth area share |
|---|---|---|
| AND-OR/OR-AND | 2 | 0.0163 |
| flip-flops | 20 | 0.473 |
| XOR/XNOR | 16 | 0.166 |
| AND/OR/NAND/NOR | 45 | 0.308 |
| adder cells (fa/ha/maj) | 1 | 0.0148 |
| buffers and inverters | 4 | 0.0222 |
==> layout make-up <==
class                   instances  area share
well taps                      48      0.0635
inverters                       2     0.00794
clock buffers                   3      0.0437
repair buffers                  1      0.0106
flip-flops and latches         20       0.423
multi-input cells              64       0.451
==> cells in the mapped netlist <==
master / n
nor2_1: 11
and4_1: 2
nand4_2: 2
nand2b_1: 1
nor3_1: 3
nand3_1: 8
or4_1: 1
clkbuf_1: 1
ha_1: 1
inv_1: 2
nor4_4: 1
xnor2_1: 12
or3_1: 1
o21ai_0: 1
and2_1: 1
o2111ai_1: 1
nor4_1: 2
xor2_1: 4
nand2_1: 7
dfxtp_1: 20
and4_2: 1
buf_4: 1
nand4_1: 3
nor2b_1: 1
==> final timing paths <==
| path | from | end | slack [ns] | depth (start not counted) |
|---|---|---|---|---|
| min reg2reg | cnt[0] | cnt[0] | 0.40 | 1 |
| max reg2reg | cnt[2] | cnt[2] | 1.77 | 4 |
| max | cnt[2] | cnt[2] | 1.77 | 4 |
| min | cnt[0] | cnt[0] | 0.40 | 1 |
==> flip-flops by register name, summed over array words and instances, names as in the netlist <==
register,count
cnt,19
hoho,1
==> power breakdown <==
group / internal, mW / switching (mW)
logic: 0 / 0
registers: 0.228 / 0
clock network: 0.0764 / 0.0657
==> per-stage QoR <==
stage          setup WS [ns]  area [sq um]  instances
4_1_cts                 1.72           946        138
3_3_place_gp            1.81           905        135
6_report                1.77           946        138
5_1_grt                 1.59           946        138
3_5_place_dp            1.75           905        135
2_1_floorplan           2.05           846         88
==> routing by layer <==
layer / wire length [microns] / track usage
met1: 739 / 0.0617
met2: 569 / 0.0566
met3: 72 / 0.0177
met4: 5 / 0.00154
met5: 0 / 0
==> worst max-delay path, cell delays in order (launching register included) <==
cell,delay (ns)
dfxtp_1,0.40
and4_1,0.34
nand4_2,0.15
nor4_4,0.59
nor2_1,0.11
Power is estimated from default activity; no workload was simulated.
