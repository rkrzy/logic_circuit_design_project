===== ./design.v =====
module HB_FULL_LED(
	RESETN, CLK, 
	R,G,B  
	);
	input RESETN, CLK;
	output [3:0]R,G,B;
	integer CNT; 
	integer R_REG,G_REG,B_REG;  
	reg [3:0] R,G,B;
always @(posedge RESETN or posedge CLK)
		begin
			if(RESETN) 
				begin
					CNT=0;
					R_REG =100;
					G_REG =0;
					B_REG =0;
				end
			else if(CNT<=4) 
				begin	
					R_REG =100;
					G_REG =0;
					B_REG =0;
				end
			else if(CNT<=7)  
				begin
					R_REG =100;
					G_REG =0;
					B_REG =0;
				end
			else if(CNT<=11)  
				begin
					R_REG =33;
					G_REG =33;
					B_REG =33;
				end
			else if(CNT<=14)  
				begin	 
					R_REG =0;
					G_REG =100;
					B_REG =0;
				end
			else if(CNT<=16)  
				begin	
					R_REG =0;
					G_REG =0;
					B_REG =100;
				end
			else if(CNT<=19)  
				begin
					R_REG =0;
					G_REG =0;
					B_REG =100;
				end
			else if(CNT<=22)  
				begin	
					R_REG =50;
					G_REG =0;
					B_REG =50;
				end
			else if(CNT>=99)
			begin 
			CNT=0;
			end
			else
			begin  
			CNT=CNT+1;
			end
		end
always @(posedge RESETN or posedge CLK)
		begin 
			if(RESETN) R=4'b0000;
			else if(CNT<=10) R=4'b1111;	
			else R=R+1;
		end 
always @(posedge RESETN or posedge CLK)
		begin
			if(RESETN) G=4'b0000;
			else if(CNT<=G_REG) G=4'b1111;	
			else G=G+1;
		end
always @(posedge RESETN or posedge CLK)
		begin
			if(RESETN) B=4'b0000;
			else if(CNT<=B_REG) B=4'b1111;	
			else B=B+1;
		end
endmodule

===== ./run.sh =====
#!/bin/bash
# OpenROAD 26Q1-2900-gdf79404cd8, Yosys 0.63+post, stock flow scripts
make -C /OpenROAD-flow-scripts/flow DESIGN_CONFIG=/design/flow/config.mk WORK_HOME=/design/flow/orfs finish

===== ./config.mk =====
export PLATFORM = sky130hd
export DESIGN_NAME = HB_FULL_LED
export DESIGN_NICKNAME = HB_FULL_LED
export VERILOG_FILES = /design/flow/design.v
export SDC_FILE = /design/flow/constraint.sdc
export NUM_CORES = 4
export LEC_CHECK = 1
export CORE_UTILIZATION = 40

===== ./constraint.sdc =====
current_design HB_FULL_LED

set clk_period 5.3
set clk_io_pct 0.2

create_clock -name clk0 -period $clk_period [get_ports {CLK}]

set non_clock_inputs [all_inputs -no_clocks]
set_input_delay [expr $clk_period * $clk_io_pct] -clock clk0 $non_clock_inputs
set_output_delay [expr $clk_period * $clk_io_pct] -clock clk0 [all_outputs]

==> flow_metrics.tcl <==
# implementation run metrics
set metrics [dict create \
    synth-edff-count 0 \
    power.internal_uw 476 \
    io_buffers 13 \
    synthCells 271 \
    ys_cells 271 \
    rsz0062_at_grt "no" \
    maxCapViolCount 0 \
    setup_viol 0 \
    std_cell_rows 29 \
    n_fill_cell 617 \
    wl_um 5210 \
    detail_route.vias_per_cell 5.52 \
    slowest_stage "clkdlybuf4s50_1" \
    hold_buffers 0 \
    clk_latency_ns 0.30 \
    cts_buffers 5 \
    postRouteAntennaNets 0 \
    tightest_slew_ns 0.749 \
    fin_crit_sh 0.424 \
    drt_iter0_drc 123 \
    ys_area_um2 2630 \
    die_area_um2 6900 \
    grt_use_met2 0.243 \
    met3_usage 0.0222 \
    initCoreUtil 0.414 \
    path_buffers 1 \
    ys_ff 50 \
    grt_overflow 0 \
    drive_gt1_frac 0.0772 \
    grt_pass1_wl_um 9070 \
    run_status "finished, final reports clean" \
    diodes 0 \
    cellLeakagePower_uw 0.00136 \
    via_count 1997 \
    grt_max_degree 51 \
    pwr-share-comb 0.014 \
    fmax_mhz 445 \
    hold_violations 0 \
    path_max_fanout 4 \
    yosysWarnings 1 \
    antenna_found_initial 0 \
    first_global_vias 1883 \
    cts_sinks 50 \
    p_seq_frac 0.629 \
    area_growth_syn_to_layout_pct 11.2 \
    cp.required_ns 4.24 \
    startpoint_type "register" \
    synthArstFlopShare 1.00 \
    post_cts_resized 0 \
    wl_per_cell_um 14.4 \
    cts_max_level 2 \
    fp.coreArea_um2 6350 \
    ios 14 \
    avgSynthCellArea_um2 9.70 \
    grt_use_total 0.164 \
    path_clk_slew_ns 0.09 \
    worstPathCellList "clkdlybuf4s50_1" \
    maxSlewHeadroom 0.497 \
    finish.utilization 0.460 \
    drtPass1Iterations 4 \
    p_sw_frac 0.214 \
    cts_root_buf "clkbuf_8" \
    min_period_ns 2.24 \
    vdd_drop_max_mv 0.110 \
    crit_family "buffers and inverters" \
    clockBufferDepth 2 \
    grt_use_met1 0.277 \
    cp_slowest_stage_delay_ns 0.48 \
    tns_ns 0 \
    p_switching_uw 130 \
    die_w_um 83.1 \
    gp_congestion 0.879 \
    tool_warnings 27 \
    total_power_uw 605 \
    skew_ns 0.0108 \
    top_usage_layer "met1" \
    synth_area_um2 2630 \
    endpoint_kind "primary output" \
    slew_viol_final 0 \
    hpwl_um 3620 \
    ys.flop_type "dfrtp_1" \
    cp.arrival_ns 1.18 \
    pwr-share-clk 0.357 \
    die_y_um 83.1 \
    drc 0 \
    cts_setup_buffers 0 \
    synthDistinctLibCells 47 \
    critPathKind "reg -> out" \
    power.density_nw_per_um2 207 \
    synth_seq_share 0.476 \
    hold_class "reg -> reg" \
    cts_tree "yes" \
]
==> sequential cells by signal (all words and copies together), names as in the netlist <==
name   flops
B_REG      4
B          4
G_REG      2
G          4
CNT       32
R          4
==> Yosys cell counts (5+ instances only) <==
library cell  instances  area, µm²
and3_1                9       56.3
a31oi_1               6       37.5
nor2_1               44        165
o21ai_0              11       55.1
clkbuf_1              5       18.8
nand2_1              15       56.3
nand3_1               7       35.0
inv_1                14       52.6
dfrtp_1              50       1250
a211oi_1              5       37.5
buf_2                 6       30.0
ha_1                 14        175
a21oi_1              14       70.1
==> per-layer routing <==
layer,part of all wire,vias to the layer above
li1,-,1002
met1,0.52,969
met2,0.45,21
met3,0.017,5
met4,0.013,0
met5,0,-
==> worst reg2reg max path, cell delays in order (launching register included) <==
cell and delay (ns):
dfrtp_1 0.48, ha_1 0.29, and4b_1 0.32, nand3_1 0.16, nor3_1 0.54, a41oi_1 0.20
nor2_1 0.11
==> power groups by stage <==
stage                 Clock (µW)  Sequential, µW  Combinational, µW
after CTS                    228             381               9.39
final                        216             381               8.46
after global routing         241             381               10.2
==> placed cells by master (no fill, tap or decap), types with 2 or more instances in the layout <==
cell type / instances
and4_1: 2
nand4b_1: 3
or2_2: 2
and3_1: 9
nand3b_1: 4
nor2b_1: 2
clkbuf_8: 5
inv_1: 13
nor4_2: 3
dfrtp_1: 50
a21oi_1: 14
a31oi_1: 6
a21o_1: 3
o21a_1: 4
nand4_1: 4
nor3b_1: 2
nand3_1: 7
o21ai_0: 11
xnor2_1: 3
nor2_1: 44
a41oi_1: 4
xor2_1: 4
clkdlybuf4s50_1: 13
nor4_4: 2
ha_1: 14
nand2_1: 15
buf_4: 4
a211oi_1: 5
nor3_1: 4
o31ai_1: 2
nand2b_1: 4
nor4_1: 3
==> area by class of cell <==
class                           count  area, µm²  share of cell area
Clock buffer                        6       72.6              0.0248
Clock inverter                      2       13.8             0.00471
Inverter                           14       52.6              0.0180
Multi-Input combinational cell    196       1280               0.437
Sequential cell                    50       1250               0.428
Tap cell                           77       96.3              0.0330
Timing Repair Buffer               17        160              0.0548
==> worst paths after layout <==
kind                       depth (start not counted)                   to                from  slack, ns
max                                                1                 G[0]      G[0]$_DFF_PP0_       3.06
min                                                1       R[0]$_DFF_PP0_      R[0]$_DFF_PP0_       0.49
max reg2reg                                        6  CNT[28]$_DFFE_PP0P_  CNT[1]$_DFFE_PP0P_       3.13
min reg2reg                                        1       R[0]$_DFF_PP0_      R[0]$_DFF_PP0_       0.49
max in group asynchronous                          3   CNT[4]$_DFFE_PP0P_              RESETN       3.64
min in group asynchronous                          3  CNT[16]$_DFFE_PP0P_              RESETN       1.24
==> through the flow <==
step	instance area [µm²]	setup slack, ns	cells	hold WS [ns]
floorplan	2630	3.04	271	0.435
global placement	2840	3.18	354	0.478
detailed placement	2840	3.17	354	0.493
CTS	2920	3.03	362	0.505
global route	2920	2.89	362	0.553
finish	2920	3.06	362	0.493
==> kinds of logic (layout without fill, tap and decap cells) <==
kind of cell,after synthesis,after routing,synth area share
AND/OR/NAND/NOR,119,119,0.257
AND-OR/OR-AND,55,55,0.135
flip-flops,50,50,0.476
buffers and inverters,25,39,0.0386
adder cells (fa/ha/maj),14,14,0.0666
XOR/XNOR,7,7,0.0233
multiplexers,1,1,0.00381
Power figures rest on the tool's default switching activity, not on a simulated workload.
